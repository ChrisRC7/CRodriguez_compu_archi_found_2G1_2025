==> /design/flow/design.v <==
module FpgaSelfTester (
    input logic FPGA_clk,
    input logic FPGA_reset,
    input logic arduino_sclk,          
    input logic arduino_mosi,          
    input logic arduino_ss_n,          
    output logic fpga_physical_miso,      
    output logic [3:0] led_outputs,       
    output logic [6:0] seven_segment_pins  
);
    logic [3:0] count_reg;           
    logic       enable_tick;         
    wire [6:0] segments_from_bcd_units_cc;  
    localparam COUNT_MAX_DIVIDER = 399_999;  
    logic [$clog2(COUNT_MAX_DIVIDER + 1) - 1 : 0] clk_divider_reg;
    logic last_enable_tick_state;  
    always_ff @(posedge FPGA_clk or posedge FPGA_reset) begin
        if (FPGA_reset) begin
            clk_divider_reg <= '0;  
            last_enable_tick_state <= 1'b0;
        end else begin
            if (clk_divider_reg == COUNT_MAX_DIVIDER) begin
                clk_divider_reg <= '0;  
                last_enable_tick_state <= 1'b1;  
            end else begin
                clk_divider_reg <= clk_divider_reg + 1;
                last_enable_tick_state <= 1'b0;
            end
        end
    end
    assign enable_tick = last_enable_tick_state;  
    always_ff @(posedge FPGA_clk or posedge FPGA_reset) begin
        if (FPGA_reset) begin
            count_reg <= 4'h0;
        end else if (enable_tick) begin  
            if (count_reg == 4'hF) begin
                count_reg <= 4'h0;
            end else begin
                count_reg <= count_reg + 1;
            end
        end
    end
    assign led_outputs = count_reg;
    Hex_to_7seg_decoder bcd_decoder_unit (  
        .hex_in(count_reg),                        
        .segments_out(segments_from_bcd_units_cc)
    );
    assign seven_segment_pins[0] = ~segments_from_bcd_units_cc[0];  
    assign seven_segment_pins[1] = ~segments_from_bcd_units_cc[1];  
    assign seven_segment_pins[2] = ~segments_from_bcd_units_cc[2];  
    assign seven_segment_pins[3] = ~segments_from_bcd_units_cc[3];  
    assign seven_segment_pins[4] = ~segments_from_bcd_units_cc[4];  
    assign seven_segment_pins[5] = ~segments_from_bcd_units_cc[5];  
    assign seven_segment_pins[6] = ~segments_from_bcd_units_cc[6];  
    assign fpga_physical_miso = 1'b0;  
endmodule
module Hex_to_7seg_decoder (
    input  logic [3:0] hex_in,       
    output logic [6:0] segments_out  
);
    logic s3, s2, s1, s0;
    assign s3 = hex_in[3];
    assign s2 = hex_in[2];
    assign s1 = hex_in[1];
    assign s0 = hex_in[0];
    assign segments_out[0] = (~s3 & ~s2 & ~s1 & ~s0) |  
                             (~s3 & ~s2 &  s1 & ~s0) |  
                             (~s3 & ~s2 &  s1 &  s0) |  
                             (~s3 &  s2 & ~s1 &  s0) |  
                             (~s3 &  s2 &  s1 & ~s0) |  
                             (~s3 &  s2 &  s1 &  s0) |  
                             ( s3 & ~s2 & ~s1 & ~s0) |  
                             ( s3 & ~s2 & ~s1 &  s0) |  
                             ( s3 & ~s2 &  s1 & ~s0) |  
                             ( s3 &  s2 & ~s1 & ~s0) |  
                             ( s3 &  s2 &  s1 & ~s0) |  
                             ( s3 &  s2 &  s1 &  s0);   
    assign segments_out[1] = (~s3 & ~s2 & ~s1 & ~s0) |  
                             (~s3 & ~s2 & ~s1 &  s0) |  
                             (~s3 & ~s2 &  s1 & ~s0) |  
                             (~s3 & ~s2 &  s1 &  s0) |  
                             (~s3 &  s2 & ~s1 & ~s0) |  
                             (~s3 &  s2 &  s1 &  s0) |  
                             ( s3 & ~s2 & ~s1 & ~s0) |  
                             ( s3 & ~s2 & ~s1 &  s0) |  
                             ( s3 & ~s2 &  s1 & ~s0) |  
                             ( s3 &  s2 & ~s1 &  s0);   
    assign segments_out[2] = (~s3 & ~s2 & ~s1 & ~s0) |  
                             (~s3 & ~s2 & ~s1 &  s0) |  
                             (~s3 & ~s2 &  s1 &  s0) |  
                             (~s3 &  s2 & ~s1 & ~s0) |  
                             (~s3 &  s2 & ~s1 &  s0) |  
                             (~s3 &  s2 &  s1 & ~s0) |  
                             (~s3 &  s2 &  s1 &  s0) |  
                             ( s3 & ~s2 & ~s1 & ~s0) |  
                             ( s3 & ~s2 & ~s1 &  s0) |  
                             ( s3 & ~s2 &  s1 & ~s0) |  
                             ( s3 & ~s2 &  s1 &  s0) |  
                             ( s3 &  s2 & ~s1 &  s0);   
    assign segments_out[3] = (~s3 & ~s2 & ~s1 & ~s0) |  
                             (~s3 & ~s2 &  s1 & ~s0) |  
                             (~s3 & ~s2 &  s1 &  s0) |  
                             (~s3 &  s2 & ~s1 &  s0) |  
                             (~s3 &  s2 &  s1 & ~s0) |  
                             ( s3 & ~s2 & ~s1 & ~s0) |  
                             ( s3 & ~s2 &  s1 &  s0) |  
                             ( s3 &  s2 & ~s1 & ~s0) |  
                             ( s3 &  s2 & ~s1 &  s0) |  
                             ( s3 &  s2 &  s1 & ~s0);   
    assign segments_out[4] = (~s3 & ~s2 & ~s1 & ~s0) |  
                             (~s3 & ~s2 &  s1 & ~s0) |  
                             (~s3 &  s2 &  s1 & ~s0) |  
                             ( s3 & ~s2 & ~s1 & ~s0) |  
                             ( s3 & ~s2 &  s1 & ~s0) |  
                             ( s3 & ~s2 &  s1 &  s0) |  
                             ( s3 &  s2 & ~s1 & ~s0) |  
                             ( s3 &  s2 & ~s1 &  s0) |  
                             ( s3 &  s2 &  s1 & ~s0) |  
                             ( s3 &  s2 &  s1 &  s0);   
    assign segments_out[5] = (~s3 & ~s2 & ~s1 & ~s0) |  
                             (~s3 &  s2 & ~s1 & ~s0) |  
                             (~s3 &  s2 & ~s1 &  s0) |  
                             (~s3 &  s2 &  s1 & ~s0) |  
                             ( s3 & ~s2 & ~s1 & ~s0) |  
                             ( s3 & ~s2 & ~s1 &  s0) |  
                             ( s3 & ~s2 &  s1 & ~s0) |  
                             ( s3 & ~s2 &  s1 &  s0) |  
                             ( s3 &  s2 & ~s1 & ~s0) |  
                             ( s3 &  s2 &  s1 & ~s0) |  
                             ( s3 &  s2 &  s1 &  s0);   
    assign segments_out[6] = (~s3 & ~s2 &  s1 & ~s0) |  
                             (~s3 & ~s2 &  s1 &  s0) |  
                             (~s3 &  s2 & ~s1 & ~s0) |  
                             (~s3 &  s2 & ~s1 &  s0) |  
                             (~s3 &  s2 &  s1 & ~s0) |  
                             ( s3 & ~s2 & ~s1 & ~s0) |  
                             ( s3 & ~s2 & ~s1 &  s0) |  
                             ( s3 & ~s2 &  s1 & ~s0) |  
                             ( s3 & ~s2 &  s1 &  s0) |  
                             ( s3 &  s2 & ~s1 &  s0) |  
                             ( s3 &  s2 &  s1 & ~s0) |  
                             ( s3 &  s2 &  s1 &  s0);   
endmodule
==> /design/flow/run.sh <==
#!/bin/bash
# OpenROAD 26Q1-2900-gdf79404cd8, Yosys 0.63+post, stock flow scripts
make -C /OpenROAD-flow-scripts/flow DESIGN_CONFIG=/design/flow/config.mk WORK_HOME=/design/flow/orfs finish
==> /design/flow/config.mk <==
export PLATFORM = sky130hd
export DESIGN_NAME = FpgaSelfTester
export DESIGN_NICKNAME = FpgaSelfTester
export VERILOG_FILES = /design/flow/design.v
export SDC_FILE = /design/flow/constraint.sdc
export NUM_CORES = 4
export LEC_CHECK = 1
export CORE_UTILIZATION = 30
==> /design/flow/constraint.sdc <==
current_design FpgaSelfTester

set clk_period 2.6
set clk_io_pct 0.2

create_clock -name clk0 -period $clk_period [get_ports {FPGA_clk}]

set non_clock_inputs [all_inputs -no_clocks]
set_input_delay [expr $clk_period * $clk_io_pct] -clock clk0 $non_clock_inputs
set_output_delay [expr $clk_period * $clk_io_pct] -clock clk0 [all_outputs]
==> summary.txt <==
Figures from the implementation reports.

- The run finished with clean final reports.
- The number of resized instances in the post-cts repair step reads 0.
- CTS placed an instance of clkbuf_8 at the clock tree root.
- CTS saw 24 sinks.
- The Yosys chip area is 0.00128 mm^2.
- The cell area power density is 398 mW/mm^2.
- The unique cell type count in the Yosys netlist is 33.
- Entering global routing, the biggest net connects 25 pins.
- The routed wire length per instance reads 10.9 um.
- The first-pass GRT wire length is 4020 um.
- The area inside the core boundary is 0.00406 mm^2.
- The insertion delay of the later-clocked pin in the worst-skew pair is 0.26 ns.
- The total congestion overflow is 0.
- The number of antenna violations at the first check in global routing reads 0.
- The ratio of cells with drive above 1 in the final layout is 0.0473.
- The routed layout has 973 vias.
- The sum of negative setup slack reads 0 ns.
- Setup repair after global routing left no endpoint under its margin.
- The commonest register cell after synthesis reads dfrtp_1.
- The report shows a maximum critical-path fanout of 9.
- The post-CTS setup buffer count reads 0.
- The maximum buffer depth of the clock tree reads 2.
- The number of top-level pins is 17.
- In the final run the clock tree shows a worst skew of 0.00365 ns.
- The number of flip-flops under the largest register name reads 19.
- The count of max-cap constraint violations is 0.
- The startpoint-to-endpoint class of the critical path is flip-flop to primary output.
- The synthesized netlist was found by Yosys to have 138 cells.
- The data required time at the worst endpoint reads 2.08 ns.
- The maximum clock rate reads 415 MHz.
- The cell leakage power reads 0.000632 uW.
- The worst hold slack is 0.462 ns.
- The count of unresolved DRC violations after routing is 0.
- After synthesis, the share of flip-flops with an asynchronous set or reset is 1.00.
- The actual slew at the worst max-slew pin reads 0.510 ns.
- The number of rows in the core area reads 23.
- For reference, the final report shows the max-slew violation count at 0.
- According to the report, the first pass of detailed routing completed in 4 iterations.
- The final design utilization reads 0.364.
- The time the final worst path needs with I/O delays and setup is 2.41 ns.
- The area share of the leading cell type in the synthesized netlist is 0.470.
- TritonCTS built the clock tree.
- The count of buffers added on input and output ports is 12.
- The classification of the worst-slack hold path is flip-flop to flip-flop.
- The number of antenna cells inserted is 0.
- Summed over all layers, the routed wires come to 2150 um.
- Of the synthesized area, sequential elements account for 0.470.
- The floorplan-stage core utilization reads 0.315.
- From bottom edge to top edge, the die measures 67.3 um.
- The placed instance area reads 0.00143 mm^2.
- After routing the design area is 0.00148 mm^2.
- The number of warnings in the stage logs reads 28.
- The number of DRC markers in iteration 0 reads 63.
- Before any placement, the netlist area is recorded as 0.00128 mm^2.
- The final-report setup violation count is 0.
- The total routing resource utilization after global routing is 0.115.
- The warning count from the yosys run reads 1.
- The synthesis-to-layout area growth reads 15.5%.
- The chip occupies 0.00452 mm^2.
- The total count of hold-check failures in the final report is 0.
- The cell type that accounts for the most area after synthesis is dfrtp_1.
- In this run, synthesis inferred 0 flip-flops with an integrated enable.
- Per the post-route antenna check, the number of violating nets is 0.
- The horizontal die dimension is 67.3 um.
- The final period utilization reads 0.927.
- After synthesis, the cell types taking the most area are dfrtp_1, xnor2_1, nor2_1, nand2_1, nand3_1.
- Synthesis produced 138 cells.
- The clock transition at the register clock pins on the worst setup and hold paths after CTS reads 0.07 ns.
- The number of buffers created by CTS is 3.
- The via count of the first global-routing pass reads 930.
- After its last routability iteration, the placer logged a weighted congestion of 0.880.
- The post-synthesis sequential element count reads 24.
- The number of levels in the clock H-tree is 1.
- STA classifies the critical path endpoint as a primary output.
- On the critical path the data arrives at 1.89 ns.
- In this run, post-CTS hold repair placed 0 buffers.
- STA classifies the critical path startpoint as a flip-flop.
- The routed design shows a via density per instance of 4.91.
- Checking max transition, the worst relative margin is 0.660.
- The average instance area after synthesis is 9.26 um^2.
- The post-DP HPWL reads 1510 um.
- The maximum vdd drop reads 0.254 mV.
## per-layer routing
metal,vias up,part of all wire,global-route usage,wire length (um)
met3,2,0.040,0.0137,87
met1,455,0.53,0.187,1140
met2,19,0.42,0.171,912
li1,497,-,-,-
met4,0,0.0079,0.0186,17
met5,-,0,0,0
## critical path, stage by stage (launching register included)
cell and delay (ns):
dfrtp_1 0.49, inv_1 0.15, maj3_1 0.36, o22ai_1 0.14, clkdlybuf4s50_1 0.49
## report_power, final
group,internal [uW],switching (uW),total [uW]
sequential,373,0,373
clock,103,101,204
combinational,2.41,7.22,9.64
total,479,109,587
## cells in the final DEF, fill, tap and decap left out
cell type         n
o41ai_1           1
inv_1             5
nand4_1           3
o2bb2ai_1         1
nand2_1          13
nor4_1            3
nand3_1           9
a21o_1            1
or3_1             1
o21ai_0           7
and4_1            4
nor3_1            3
nor2b_1           2
conb_1            1
or4b_1            1
ha_1              2
nor2b_2           1
clkdlybuf4s50_1  12
o22ai_1           2
o32ai_1           1
and2_1            2
nand2b_1          1
buf_4             1
clkbuf_8          3
a21oi_1           6
maj3_1            1
xor2_1            5
xnor2_1          12
and3_2            1
dfrtp_1          24
a211oi_1          1
nor2_1           17
a31o_2            1
## path summary, 6_finish.rpt
path                                     start                     to  slack [ns]  cells past startpoint
max                               count_reg[1]  seven_segment_pins[5]        0.19                      4
min in group asynchronous           FPGA_reset    clk_divider_reg[14]        0.61                      3
min reg2reg                 clk_divider_reg[0]     clk_divider_reg[0]        0.46                      1
max in group asynchronous           FPGA_reset     clk_divider_reg[3]        1.76                      3
min                         clk_divider_reg[0]     clk_divider_reg[0]        0.46                      1
max reg2reg                clk_divider_reg[14]     clk_divider_reg[5]        0.68                      4
## synth_stat cells (3+ instances only)
master and count:
xor2_1 5, inv_1 5, o21ai_0 7, dfrtp_1 24
a21oi_1 6, nor2_1 17, nand2_1 13, and4_1 4
xnor2_1 12, nor3_1 3, nand3_1 9, nand4_1 3
clkbuf_1 4, nor4_1 3
## cell families after synthesis
group / Yosys count / synth area share
and+or+nand+nor: 61 / 0.242
DFF: 24 / 0.470
AOI/OAI and AO/OA: 21 / 0.0999
xor gates and xnor gates: 17 / 0.117
buffers and inverters: 11 / 0.0411
adders and majority gates: 3 / 0.0274
other: 1 / 0.00294
## through the flow
stage,total power [uW],std cells,worst slack [ns]
floorplan,387,138,0.985
global placement,391,195,0.482
detailed placement,391,195,0.465
CTS,600,198,0.179
global route,614,198,0.0398
finish,587,198,0.191
## cell type report
cell class | count | area [um^2]
tap | 50 | 62.6
multi-input combinational | 103 | 624
inverter | 5 | 18.8
clock buffer | 3 | 41.3
timing repair buffer | 13 | 128
sequential | 24 | 601
fill | 395 | 2580
Power figures rest on the tool's default switching activity, not on a simulated workload.

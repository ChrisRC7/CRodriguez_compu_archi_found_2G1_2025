## /design/flow/config.mk

```make
export PLATFORM = sky130hd
export DESIGN_NAME = Simple_frequency_divider
export DESIGN_NICKNAME = Simple_frequency_divider
export VERILOG_FILES = /design/flow/design.v
export SDC_FILE = /design/flow/constraint.sdc
export NUM_CORES = 4
export LEC_CHECK = 1
export CORE_AREA = 10 10 95 95
export DIE_AREA = 0 0 105 105
```

## /design/flow/run.sh

```bash
#!/bin/bash
# OpenROAD 26Q1-2900-gdf79404cd8, Yosys 0.63+post, stock flow scripts
make -C /OpenROAD-flow-scripts/flow DESIGN_CONFIG=/design/flow/config.mk WORK_HOME=/design/flow/orfs finish
```

## /design/flow/design.v

```verilog
module Simple_frequency_divider (
    input  logic clk_fast,  
    input  logic reset,     
    output logic enable_tick  
);
    localparam COUNTER_MAX = 25'd24999999;  
    logic [24:0] count_reg;  
    wire  [24:0] d_count;    
    wire will_reset_counter_now;
    assign will_reset_counter_now = (count_reg == COUNTER_MAX) | reset;
    wire [24:0] count_plus_one;
    assign count_plus_one = count_reg + 1'b1;  
    assign d_count[0] = ~will_reset_counter_now & ( (~count_reg[0]) );  
    genvar i;
    generate
        for (i = 0; i < 25; i = i + 1) begin : counter_bits
            if (i == 0) begin
                assign d_count[i] = ~will_reset_counter_now & ~count_reg[i];
            end else begin
                logic carry_in;
                assign carry_in = &count_reg[i-1:0];
                assign d_count[i] = ~will_reset_counter_now & (count_reg[i] ^ carry_in);
            end
        end
    endgenerate
    assign enable_tick = (count_reg == COUNTER_MAX) & ~reset;
    always_ff @(posedge clk_fast) begin
        if (reset) begin
            count_reg <= 25'b0;
        end else if (count_reg == COUNTER_MAX) begin
            count_reg <= 25'b0;
        end else begin
            count_reg <= count_reg + 1'b1;  
        end
    end
endmodule
```

## /design/flow/constraint.sdc

```tcl
current_design Simple_frequency_divider

set clk_period 5.0
set clk_io_pct 0.2

create_clock -name clk0 -period $clk_period [get_ports {clk_fast}]

set non_clock_inputs [all_inputs -no_clocks]
set_input_delay [expr $clk_period * $clk_io_pct] -clock clk0 $non_clock_inputs
set_output_delay [expr $clk_period * $clk_io_pct] -clock clk0 [all_outputs]
```

==> results.toml <==
# flow metrics
[outcome]
status = "finished, final reports clean"

[cells_and_area]
n_fill_cell = 777
seq_area_um2 = 500
layout-area-overhead-vs-synth_pct = 10.5
logic_area_um2 = 679
largest_reg_flops = 25
drive_above_1_share_pct = 9.93

[critical_path]
criticalPathCategory = "register to primary output"
cp_num_buf_inv = 1
worstPathRequired_ns = 4.00
slowest_stage = "or4_1"
path_delay_family = "simple AND/OR/NAND/NOR gates"
crit_arrival_ns = 2.38
cp-end-kind = "primary output"
worstPathCellList = "ha_1, nand3_1, or4_1, nor3_1, clkdlybuf4s50_1"
startpoint_type = "register"
max_stage_delay_ns = 0.67
critPathMaxFanout = 8

[synth]
ys_top_cells_by_count = "dfxtp_1 (25), nor2_1 (22), xnor2_1 (10)"
synth_area_leader_cell = "dfxtp_1"
ys_types = 33
syn_inst = 142
netlist_area_um2 = 1250
edf_count = 0
most_common_cell = "dfxtp_1"
yosysChipArea_um2 = 1250
syn_avg_cell_area_um2 = 8.80
area_leaders = "dfxtp_1 (40%), xnor2_1 (7.0%), nor2_1 (6.6%)"
top_cell_area_share_pct = 40.0
ys.warnings.count = 1
yosys-stat-cells = 142
ys_seq_share_pct = 40.0
flop_cell = "dfxtp_1"
ys_ff = 25
async_flop_share_pct = 0

[power_and_ir_drop]
ir_worst_vdd_v = 0.000105
power.density_nw_per_um2 = 239
total_power_w = 0.000330
power_leakage_nw = 0.387

[clocking]
cts_setup_buffers = 0
clock.latency.late_pin_ns = 0.26
cts_tree = "done"
cts_buffers = 3
clkTransAtPathRegs_ns = 0.09
h-tree-depth = 1
root_buffer = "clkbuf_8"
numClockSinks = 25
cts_buffer_depth = 2
cts_resized = 0
postCtsHoldBufs = 0

[floorplan]
die_width_um = 105
fp.dieH_um = 105
core_area_um2 = 6910
die_area_um2 = 11000
num_rows = 30
fp_util_pct = 18.1
design.portCount = 3

[global_route]
grtUsageTotal_pct = 3.94
first_global_vias = 888
antenna_found_initial = 0
gr-total-overflow = 0
grt_pass1_wl_um = 3910
grt_max_degree = 25

[drt]
drcViolationCount = 0
avgRoutedWirePerCell_um = 9.50
first_pass_iters = 4
wl_um = 2250
drt_iter0_markers = 48
antenna_violating_nets_post_route = 0
via_per_inst = 4.14
antenna_cells = 0
vias = 981

[timing]
max_freq_ghz = 0.296
period_minus_slack_ns = 3.38
slew_headroom_pct = 59.5
setup_tns_ns = 0
maxSlewViolCount = 0
finalCritPeriodShare_pct = 67.7
finalHoldViolations = 0
tightest_slew_ns = 0.607
setup_viol = 0
layout_setup_ws_ns = 1.62
rsz0062_at_grt = "no"
fin_worst_skew_ns = 0.00134

[hold_path]
hold_path.class = "register to register"

[placed_design]
hpwlAfterDp_um = 1580
numPortBuffers = 2
gp_congestion = 0.815
place_ws_ns = 1.83

[job]
cap_viol_max_count = 0
warnings = 25
## layout make-up
type	count	area share, %
Inverter	4	1.09
Clock buffer	3	2.99
Timing Repair Buffer	2	1.45
Sequential cell	25	36.2
Tap cell	96	8.70
Clock inverter	1	0.362
Multi-Input combinational cell	106	49.2
## through the flow
step | std cells | area, um2 | hold slack (ns) | util (%)
2_1_floorplan | 142 | 1250 | 0.429 | -
3_3_place_gp | 233 | 1340 | 0.442 | 19.3
3_5_place_dp | 233 | 1340 | 0.450 | 19.3
4_1_cts | 237 | 1380 | 0.471 | 20.0
5_1_grt | 237 | 1380 | 0.493 | 20.0
6_report | 237 | 1380 | 0.462 | 20.0
## cells in the final DEF (no fill, tap or decap), types with 3 or more instances in the layout
master	netlist	routed
inv_1	4	4
nor3_1	3	3
clkbuf_8	0	3
nand3_1	5	5
xnor2_1	10	10
xor2_1	4	4
a21oi_1	6	6
o21ai_0	3	3
dfxtp_1	25	25
nand4_1	9	9
and3_1	3	3
nor4_1	3	3
or3_1	3	3
o31ai_1	5	5
nand2_1	8	8
or4_1	6	6
nor2_1	22	22
## per-layer routing
metal / vias up / GRT usage (%) / wire, um
met5: - / 0 / 0
met4: 0 / 0.196 / 8
met3: 2 / 1.06 / 78
met2: 8 / 6.49 / 1010
met1: 460 / 5.30 / 1160
li1: 511 / - / -
## worst register-to-register path: cells and delay by family (launching register included)
family / cells / cell delay [ns]
compound gates: 2 / 0.68
simple gates: 2 / 1.08
flops: 1 / 0.39
## cell families (layout without fill, tap and decap cells)
kind of cell	after synthesis	after routing	share of synthesized area, %
flops	25	25	40.0
compound gates	19	19	10.9
buf+inv	11	10	5.61
simple gates	72	72	32.6
xor+xnor	14	14	9.81
fa+ha+maj	1	1	1.00
## where the power goes
part	internal, W	switching (W)	leakage, nW	total (W)
clock	0.0000557	0.0000628	0.0255	0.000119
combinational	0.00000348	0.00000510	0.159	0.00000858
sequential	0.000201	0.00000193	0.202	0.000203
## path summary, 6_finish.rpt
path,start,end,slack (ns),cells after the start
hold reg to reg,count_reg[0],count_reg[0],0.46,1
setup reg to reg,count_reg[6],count_reg[22],2.72,4
hold / removal,count_reg[0],count_reg[0],0.46,1
setup / recovery,count_reg[0],enable_tick,1.62,5
Power figures rest on the tool's default switching activity, not on a simulated workload.
